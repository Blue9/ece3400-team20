[/design/flow/config.mk]
export PLATFORM = sky130hd
export DESIGN_NAME = VGA_DRIVER
export DESIGN_NICKNAME = VGA_DRIVER
export VERILOG_FILES = /design/flow/design.v
export SDC_FILE = /design/flow/constraint.sdc
export NUM_CORES = 4
export LEC_CHECK = 1
export CORE_AREA = 10 10 93 93
export DIE_AREA = 0 0 103 103
[/design/flow/constraint.sdc]
current_design VGA_DRIVER

set clk_period 3.5
set clk_io_pct 0.2

create_clock -name clk0 -period $clk_period [get_ports {CLOCK}]

set non_clock_inputs [all_inputs -no_clocks]
set_input_delay [expr $clk_period * $clk_io_pct] -clock clk0 $non_clock_inputs
set_output_delay [expr $clk_period * $clk_io_pct] -clock clk0 [all_outputs]
[/design/flow/design.v]
module VGA_DRIVER (
	RESET,
	CLOCK,
	PIXEL_COLOR_IN,
	PIXEL_X,
	PIXEL_Y,
	PIXEL_COLOR_OUT,
	H_SYNC_NEG,
	V_SYNC_NEG
);
input CLOCK;  
input RESET;
input  [7:0] PIXEL_COLOR_IN;  
output [9:0] PIXEL_X;  
output [9:0] PIXEL_Y;  
output [7:0] PIXEL_COLOR_OUT;  
output       H_SYNC_NEG;  
output       V_SYNC_NEG;  
reg  [9:0] pixel_count;
reg  [9:0] line_count;
assign PIXEL_X    = pixel_count;
assign PIXEL_Y    = line_count;
assign PIXEL_COLOR_OUT = (pixel_count<(640)  )
									? (PIXEL_COLOR_IN) : (8'b00000000) ;  
assign H_SYNC_NEG = (pixel_count>=656 && pixel_count<752) ? (1'b0) : (1'b1);  
assign V_SYNC_NEG = (line_count>=490 && line_count<492) ? (1'b0) : (1'b1);  
always @(posedge CLOCK) begin
	if (RESET) begin
		pixel_count <= 10'b0;
		line_count <= 10'b0;
	end
	else if (pixel_count == (795-1)) begin
		pixel_count <= 0;
		if (line_count == (525-1)) begin
		line_count <= 0;
		end 
		else begin
		line_count <= line_count + 1;
		end
	end 
	else begin
		pixel_count <= pixel_count + 1;
		line_count <= line_count;
	end
end
endmodule
[/design/flow/run.sh]
#!/bin/bash
# OpenROAD 26Q1-2900-gdf79404cd8, Yosys 0.63+post, stock flow scripts
make -C /OpenROAD-flow-scripts/flow DESIGN_CONFIG=/design/flow/config.mk WORK_HOME=/design/flow/orfs finish
==> run summary <==
The implementation run finished. The run finished with clean final reports. Final weighted congestion of routability-driven global placement landed at 0.7881. The worst setup path is captured at an output port. Number of buffers added for setup after CTS landed at 0.

Per the final report, max-transition violations number 0. Counting every instance in the synthesized netlist gives between 100 and 150. Hold violation total from the final report landed at 0. Setup repair after global routing left no endpoint under its margin. Yosys reported that registers with async set or reset make up 0%. Signed area change from the synthesized netlist to the final layout landed at 48.67%.

Count of filler cells inserted in the layout landed at 736. Checking hold timing, the worst path is listed with class reg2reg. STA classifies the critical path startpoint as a register. Max-cap violations in this run came to 0. Data on the critical path is required at its endpoint by 2800 ps. Die extent in y landed at slightly above 100 um.

During placement, the flow inserted port buffers numbering 39. In the Yosys stats the netlist draws on 33 distinct library cells. Nets still carrying antenna violations after routing amount to 0. Looking at the clock tree report, the root buffer type is sky130_fd_sc_hd__clkbuf_8. Of all nets on the critical path, the largest fanout is 8. Of all cell types, the one taking the most synthesized area is sky130_fd_sc_hd__dfxtp_1. For the worst reg-to-reg path, the startpoint reported by OpenROAD is pixel_count[4]. The last timing report of the flow puts the setup violation total at 0. In the post-synthesis netlist, the cell with the most instances is sky130_fd_sc_hd__dfxtp_1. Sequential-to-total area share from yosys stat landed at 36.99%. On the final layout, the worst hold slack is 520.2 ps. In this run, post-CTS hold repair placed 0 buffers. Net switching power figure landed at ~0.091 mW. Overall power consumption landed at roughly 0.42 mW. Count of flip-flops with a built-in enable after synthesis landed at 0. Looking at the setup timing report, the critical path kind is reg2out. The clock network burns 35.6% of the power. Total of flip-flops plus latches after synthesis landed at 20. The OpenROAD report gives the critical path a data arrival time of roughly 1900 ps. Number of sinks driven by the clock tree landed at 20. Slew at the pin closest to its max-slew limit landed at slightly above 600 ps. First-iteration detailed-routing DRC count landed at 35.

Area occupied by registers landed at 400.4 um^2. Subtracting the final worst setup slack from the clock period gives 2553 ps. Listed in order, past its start point the critical path passes o21ai_0 -> and2_1 -> clkdlybuf4s50_1.

The script logs the ratio of routed vias to standard cells as around 4.0. Dividing the final minimum period by the clock period gives 72.93%. Counting the warning lines in the Yosys log gives 1. Per the final layout report, the fraction of cells sized above drive strength 1 comes to approximately 6.1%. Number of warnings the tools reported landed at 30. Maximum root-to-sink buffer count landed at 2. Number of iterations in the first detailed-routing pass landed at 4.

The floorplan step defined a die boundary enclosing about 11000 um^2. Setup skew after layout landed at approximately 2.4 ps. The synthesis report names the predominant flop master as sky130_fd_sc_hd__dfxtp_1. Maximum vdd drop landed at roughly 0.13 mV.

Top achievable clock speed landed at roughly 400 MHz. In this run the mean area of a mapped cell was 8.728 um^2. Horizontal die dimension landed at slightly above 100 um.

Initial cell density of the core landed at between 10% and 20%. The slowest stage of the critical path belongs to the cell sky130_fd_sc_hd__o21ai_0. Core box area landed at about 6800 um^2. Maximum number of pins on one net before global-route repair landed at 11. Area reported by Yosys stat landed at approximately 1100 um^2. Cell area after synthesis landed at approximately 1100 um^2.

The area fraction of the largest cell type after synthesis is 36.99%. Antenna repair during routing inserted a diode count of 0. Per report_power, the combinational group accounts for around 9% of the total.

Leftover overflow at the end of global routing landed at 0. Detailed placement finished with a half-perimeter wire length of around 2300 um. The power report shows net switching accounting for a little over a fifth of the total. Via count of the first global-routing pass landed at between 900 and 1000. TritonRoute output was used to compute an average wire per cell of between 10 and 15 um. The timing report gives the biggest stage delay along the critical path as 540 ps. By count the netlist is led by 20 x sky130_fd_sc_hd__dfxtp_1, 18 x sky130_fd_sc_hd__nor2_1, 8 x sky130_fd_sc_hd__and2_1. Pin placement for this block handled 40 I/O pins. Internal cell power landed at 0.3339 mW. Accumulated negative setup slack landed at 0 ps. Insertion delay at the late pin of the worst-skew pair landed at 260 ps. Global-route wire length before repair landed at roughly 4900 um. Number of rows in the core area landed at 30. Yosys attributes the largest share of cell area to sky130_fd_sc_hd__dfxtp_1 37%, sky130_fd_sc_hd__ha_1 6.9%, sky130_fd_sc_hd__nor2_1 6.2%. Total global-route track usage landed at around 5.6%. The launch point of the critical path was reported as pixel_count[7]. Worst max-slew margin expressed relative to the limit landed at 58.40%.

Detailed routing inserted a total of just under 1000 vias. Number of remaining DRC errors landed at 0. Number of buffers created by CTS landed at 3.

The flow reports that sequential cells draw between 50% and 60% of the design power. Number of antenna violations at the first check in global routing landed at 0. Clock-pin slew of the registers on the worst-case setup and hold paths landed at 70 ps. Looking at hold timing, the worst path starts from pixel_count[0]. The multi-input combinational cells in the finished layout cover a total of approximately 650 um^2. Gates resized during post-CTS repair numbered 0. Per the Yosys statistics, synthesis produced roughly 120 cells. Dividing total power by cell area gives a power density of roughly 260 nW/um^2. TritonCTS built the clock tree.

The analysis attributes to cell leakage a power of between 0.5 and 0.6 nW. Total number of H-tree levels landed at 1. Wires add up to roughly 3000 um.
==> layout by cell type, fill, tap and decap left out, types with 2 or more instances in the layout <==
cell type,n
sky130_fd_sc_hd__ha_1,6
sky130_fd_sc_hd__inv_1,6
sky130_fd_sc_hd__a21oi_1,4
sky130_fd_sc_hd__xnor2_1,7
sky130_fd_sc_hd__nor3_1,4
sky130_fd_sc_hd__nand3_1,7
sky130_fd_sc_hd__nor4_1,3
sky130_fd_sc_hd__dfxtp_1,20
sky130_fd_sc_hd__clkdlybuf4s50_1,39
sky130_fd_sc_hd__nand2_1,7
sky130_fd_sc_hd__mux2i_1,2
sky130_fd_sc_hd__and2_1,8
sky130_fd_sc_hd__clkbuf_8,3
sky130_fd_sc_hd__or4_4,2
sky130_fd_sc_hd__nand4_1,5
sky130_fd_sc_hd__o21ai_0,2
sky130_fd_sc_hd__xor2_1,6
sky130_fd_sc_hd__nor2_1,18
==> per-stage QoR <==
step                utilization [%]  cell area (um^2)  instances  setup WS [ps]
floorplan                         -              1082        124           1517
global placement              23.20              1568        242           1063
detailed placement            23.20              1568        242           1062
CTS                           23.81              1609        245          909.0
global route                  23.81              1609        245          764.4
finish                        23.81              1609        245          947.4
==> critical path: cells and delay by family (launching register included) <==
kind,cells,cell delay (ps)
compound gates,1,540
simple gates,1,210
buf+inv,1,480
flops,1,380
==> area by class of cell <==
| cell class | count | share of cell area (%) |
|---|---|---|
| clock buffer | 3 | 2.566 |
| inverter | 6 | 1.400 |
| tap | 80 | 6.221 |
| sequential | 20 | 24.88 |
| multi-input combinational | 97 | 40.67 |
| timing repair buffer | 39 | 24.26 |
==> cells by family after synthesis <==
logic type                 count (synthesis)  share of synthesized area (%)
and+or+nand+nor                           66                          35.38
DFF                                       20                          36.99
xor gates and xnor gates                  13                          10.52
AOI/OAI and AO/OA                         10                          5.781
buffers and inverters                      7                          2.543
adders and majority gates                  6                          6.936
muxes                                      2                          1.850
==> state kept, by name, summed over array words and instances, names as in the netlist <==
| name | cells |
|---|---|
| line_count | 10 |
| pixel_count | 10 |
==> per-layer routing <==
layer  up-vias  global-route usage (%)  routed length (um)
li1        519                       -                   -
met3         2                   2.302                 273
met2        22                   8.337                1212
met1       440                   7.909                1464
met5         -                       0                   0
met4         0                  0.2139                  10
==> power by group through the flow <==
stage                 sequential, mW  combinational, mW  clock (mW)
after global routing           0.236             0.0422       0.165
after CTS                      0.235             0.0390       0.154
final                          0.235             0.0380       0.151
==> final timing paths <==
| check | slack (ps) | endpoint | cells past startpoint |
|---|---|---|---|
| hold / removal | 520 | pixel_count[0] | 1 |
| setup / recovery | 950 | PIXEL_COLOR_OUT[3] | 3 |
| hold reg to reg | 520 | pixel_count[0] | 1 |
| setup reg to reg | 1280 | line_count[0] | 4 |
Power figures rest on the tool's default switching activity, not on a simulated workload.
